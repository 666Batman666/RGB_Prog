### ./config.mk
export PLATFORM = sky130hd
export DESIGN_NAME = timing_generator
export DESIGN_NICKNAME = timing_generator
export VERILOG_FILES = /design/flow/design.v
export SDC_FILE = /design/flow/constraint.sdc
export NUM_CORES = 4
export LEC_CHECK = 1
export CORE_UTILIZATION = 40
### ./constraint.sdc
current_design timing_generator

set clk_period 8.4
set clk_io_pct 0.2

create_clock -name clk0 -period $clk_period [get_ports {clk}]

set non_clock_inputs [all_inputs -no_clocks]
set_input_delay [expr $clk_period * $clk_io_pct] -clock clk0 $non_clock_inputs
set_output_delay [expr $clk_period * $clk_io_pct] -clock clk0 [all_outputs]
### ./design.v
module timing_generator(
    input             clk,
    input             rst_n,
    input  [11:0]     h_total,
    input  [11:0]     h_size,
    input  [10:0]     h_sync,
    input  [10:0]     h_start,
    input  [10:0]     v_total,
    input  [10:0]     v_size,
    input  [ 9:0]     v_sync,
    input  [ 9:0]     v_start,
    input  [22:0]     vs_reset,
    output reg [26:24] Synco
  );
  reg [11:0] h_cnt;
  reg [10:0] v_cnt;
  reg vsync, hsync, den;
  always @(posedge clk or negedge rst_n)
  begin
    if (!rst_n)
    begin
      h_cnt <= 0;
    end
    else
    begin
      if (h_cnt == h_total - 1)
      begin
        h_cnt <= 0;
      end
      else
      begin
        h_cnt <= h_cnt + 1;
      end
    end
  end
  always @(posedge clk or negedge rst_n)
  begin
    if (!rst_n)
    begin
      v_cnt <= 0;
    end
    else
    begin
      if (h_cnt == h_total - 1)
      begin
        if (v_cnt == v_total - 1)
        begin
          v_cnt <= 0;
        end
        else
        begin
          v_cnt <= v_cnt + 1;
        end
      end
    end
  end
  always @(posedge clk or negedge rst_n)
  begin
    if (!rst_n)
    begin
      vsync <= 0;
      hsync <= 0;
      den <= 0;
    end
    else
    begin
      vsync <= (v_cnt < v_sync) ? 1'b1 : 1'b0;
      hsync <= (h_cnt < h_sync) ? 1'b1 : 1'b0;
      den <= (h_cnt >= h_start && h_cnt < (h_start + h_size) &&
              v_cnt >= v_start && v_cnt < (v_start + v_size)) ? 1'b1 : 1'b0;
    end
  end
  always @(posedge clk or negedge rst_n)
  begin
    if (!rst_n)
    begin
      Synco <= 3'b0;
    end
    else
    begin
      Synco <= {vsync, hsync, den};
    end
  end
endmodule
### ./run.sh
#!/bin/bash
# OpenROAD 26Q1-2900-gdf79404cd8, Yosys 0.63+post, stock flow scripts
make -C /OpenROAD-flow-scripts/flow DESIGN_CONFIG=/design/flow/config.mk WORK_HOME=/design/flow/orfs finish
==> flow_metrics.env <==
# yosys + openroad results
export IMPL_die_x_um=108
export IMPL_yosysWarnings=1
export IMPL_cp_start_kind="primary input"
export IMPL_drc=0
export IMPL_cts_num_sinks=29
export IMPL_cts_root_buf="clkbuf_8"
export IMPL_hold_viol=0
export IMPL_drt_first_pass_iters=4
export IMPL_min_path_type="reg -> reg"
export IMPL_critPathCaptureType="register"
export IMPL_period_used_pct=58.7
export IMPL_clock_skew_ns=0.00472
export IMPL_top_cell_area_share_pct=23.9
export IMPL_hold_start="vsync"
export IMPL_warning_count=48
export IMPL_track_usage_pct=17.5
export IMPL_cts_tree="yes"
export IMPL_die_area_sq_mm=0.0117
export IMPL_crit_type="in -> reg"
export IMPL_avgRoutedWirePerCell_um=12.8
export IMPL_rsz0062_at_grt="false"
export IMPL_synth_top_flop_cell="dfrtp_1"
export IMPL_cts_setup_buffers=0
export IMPL_yosysMostFrequentCell="ha_1"
export IMPL_hold_buffers=0
export IMPL_port_buffers=92
export IMPL_ys_seq_share_pct=16.1
export IMPL_grt_ovfl_total=0
export IMPL_tns_ns=0
export IMPL_grt_pass1_wl_um=16500
export IMPL_drt_iter0_markers=131
export IMPL_ys_cells=542
export IMPL_clk_latency_ns=0.28
export IMPL_numSynthFlops=29
export IMPL_antenna_found_initial=0
export IMPL_rows=38
export IMPL_r2r_cells=8
export IMPL_setup_ws_ns=3.47
export IMPL_ant_nets=0
export IMPL_htree_levels=2
export IMPL_edf_count=0
export IMPL_cap_violations=0
export IMPL_max_freq_ghz=0.203
export IMPL_tightest_slew_ns=0.583
export IMPL_clkSlewWorstSetupHoldPaths_ns=0.06
export IMPL_power_density_mw_per_mm2=126
export IMPL_path_max_fanout=2
export IMPL_cp_required_ns=8.58
export IMPL_routed_wl_um=9910
export IMPL_clockBufferDepth=2
export IMPL_die_height_um=108
export IMPL_slew_headroom_pct=60.1
export IMPL_min_path_cells=0
export IMPL_syn_area_per_cell_sq_um=8.29
export IMPL_slew_viol_final=0
export IMPL_vias_per_cell=5.20
export IMPL_antennaDiodeCount=0
export IMPL_fp_util_pct=41.3
export IMPL_p_leak_nw=2.64
export IMPL_areaGrowthSynthToFinish_pct=26.3
export IMPL_outcome="complete, no violations"
export IMPL_dp_hpwl_um=8160
export IMPL_ys_chip_area_sq_mm=0.00450
export IMPL_synth_cell_area_sq_mm=0.00450
export IMPL_top_cells_by_area="ha_1, dfrtp_1, inv_1, xnor2_1, xor2_1"
export IMPL_vdd_drop_max_uv=85.0
export IMPL_post_place_ws_ns=3.21
export IMPL_grt_pass1_vias=3787
export IMPL_crit_arrival_ns=5.11
export IMPL_gp_congestion=0.876
export IMPL_drive_gt1_share_pct=6.29
export IMPL_top_area_cell="ha_1"
export IMPL_reg2reg_from="h_cnt[2]"
export IMPL_io_pins=116
export IMPL_vias=4037
export IMPL_critPathLaunch="v_size[1]"
export IMPL_synth_cells=542
export IMPL_synth_top_cells_by_count="ha_1, inv_1, nor2_1, dfrtp_1, nand2_1"
export IMPL_synthArstFlopShare_pct=100
export IMPL_coreArea_sq_mm=0.0109
export IMPL_synth_distinct_cells=70
export IMPL_grt_start_max_net_pins=30
export IMPL_cts_buffers=5
export IMPL_setup_viol_count_final=0
export IMPL_cts_resized=0
export IMPL_finalCriticalPeriod_ns=4.93
==> cell usage in the layout (no fill, tap or decap), drive strengths merged, types with 5 or more instances in the layout <==
master         netlist  layout
xor2                21      21
xnor2               28      28
nand2b              10      10
inv                 69      69
nand4                9       9
and3                 9       9
ha                  86      86
o21a                 7       7
a21oi               27      27
a31oi                5       5
nand3               20      20
o31ai                9       9
nor2                35      35
nor2b                7       7
clkbuf               2       5
o21ai               27      27
or3                  7       7
a21o                15      15
dfrtp               29      29
nor4                 6       6
clkdlybuf4s50        0      92
o22a                 9       9
nand2               29      29
a211oi               7       7
nor3                 8       8
==> cell families (layout without fill, tap and decap cells) <==
group | count (synthesis) | count (layout) | synth area share, %
flops | 29 | 29 | 16.1
fa+ha+maj | 88 | 88 | 24.8
mux | 4 | 4 | 0.918
compound gates | 137 | 137 | 22.5
xor+xnor | 49 | 49 | 9.55
simple gates | 158 | 158 | 19.0
buf+inv | 77 | 171 | 7.12
==> worst paths after layout <==
| kind | end | slack (ns) |
|---|---|---|
| max in group asynchronous | v_cnt[1] | 6.33 |
| setup / recovery | den | 3.47 |
| hold reg to reg | Synco[26] | 0.35 |
| hold / removal | Synco[26] | 0.35 |
| setup reg to reg | v_cnt[3] | 5.78 |
| min in group asynchronous | h_cnt[2] | 1.79 |
==> per-stage QoR <==
stage          instance area, sq um  instances  utilization (%)  hold slack, ns  total power, W
3_3_place_gp                   5550        768             50.9           0.334        0.000539
5_1_grt                        5680        776             52.2           0.341        0.000781
4_1_cts                        5680        776             52.2           0.346        0.000723
6_report                       5680        776             52.2           0.347        0.000716
3_5_place_dp                   5550        768             50.9           0.335        0.000547
2_1_floorplan                  4500        542                -           0.331        0.000433
==> state kept, by name, summed over array words and instances, names as in the netlist <==
name,flops
vsync,1
Synco,3
hsync,1
den,1
v_cnt,11
h_cnt,12
==> worst max-delay path, stage by stage <==
cell and delay [ns]:
clkdlybuf4s50_1 0.42, ha_1 0.30, a21o_1 0.18, a21oi_1 0.21
o21ai_0 0.11, a21oi_1 0.24, o21ai_0 0.23, mux2i_1 0.16
a2111oi_0 0.57, ha_1 0.36, a31oi_1 0.17, nand4_1 0.10
a21oi_1 0.13, o31ai_1 0.09, nor4_1 0.17
==> area by class of cell <==
cell class                      instances  area, sq um
Inverter                               69          259
Sequential cell                        29          726
Clock inverter                          3         65.1
Timing Repair Buffer                   94          936
Tap cell                              140          175
Multi-Input combinational cell        436         3450
Clock buffer                            5         68.8
Fill cell                             972         5210
==> per-layer routing <==
metal  GRT usage (%)  wire [um]
met5               0          0
met4            1.08         23
met3            1.47        406
met2            30.1       4570
met1            25.4       4910
==> power breakdown <==
part	switching (W)	total [W]	internal (W)
Sequential	0.0000479	0.000204	0.000156
Clock	0.0000548	0.000173	0.000118
Combinational	0.000155	0.000339	0.000184
Total	0.000257	0.000716	0.000458
Power figures rest on the tool's default switching activity, not on a simulated workload.
